[design.v]
`timescale 1ns / 1ps
module ps2_keyboard (input clk, clrn, ps2_clk, ps2_data, rdn, 
            output [7:0] data, 
            output ready,
            output reg overflow  
            );
  reg [3:0] count;      
  reg [9:0] buffer;      
  reg [7:0] fifo[7:0];    
  reg [2:0] w_ptr, r_ptr;   
  reg [2:0] ps2_clk_sync;
  always @ (posedge clk) begin
    ps2_clk_sync <= {ps2_clk_sync[1:0],ps2_clk};
  end
  wire sampling = ps2_clk_sync[2] & ~ps2_clk_sync[1];
  always @ (posedge clk) begin
    if (clrn == 0) begin
        count <= 0;
        w_ptr <= 0;
        r_ptr <= 0;
        overflow <= 0;
    end else if (sampling) begin
        if (count == 4'd10) begin
            if ((buffer[0] == 0) &&    
               (ps2_data) &&      
               (~buffer[9:1])) begin    
                   fifo[w_ptr] <= buffer[8:1];    
                   w_ptr <= w_ptr + 3'b1;
                   overflow <= overflow |  (r_ptr == (w_ptr + 3'b1));
                          end  
                   count <= 0;  
            end else begin
                   buffer[count] <= ps2_data;    
                   count <= count + 3'b1;    
            end
        end
        if (!rdn && ready) begin
          r_ptr <= r_ptr + 3'b1;
          overflow <= 0;
        end
   end
assign ready = (w_ptr != r_ptr);
assign data = fifo[r_ptr];
endmodule 
[constraint.sdc]
current_design ps2_keyboard

set clk_period 3.3
set clk_io_pct 0.2

create_clock -name clk0 -period $clk_period [get_ports {clk}]

set non_clock_inputs [all_inputs -no_clocks]
set_input_delay [expr $clk_period * $clk_io_pct] -clock clk0 $non_clock_inputs
set_output_delay [expr $clk_period * $clk_io_pct] -clock clk0 [all_outputs]
[config.mk]
export PLATFORM = sky130hd
export DESIGN_NAME = ps2_keyboard
export DESIGN_NICKNAME = ps2_keyboard
export VERILOG_FILES = /design/flow/design.v
export SDC_FILE = /design/flow/constraint.sdc
export NUM_CORES = 4
export LEC_CHECK = 1
export CORE_UTILIZATION = 30
[run.sh]
#!/bin/bash
# OpenROAD 26Q1-2900-gdf79404cd8, Yosys 0.63+post, stock flow scripts
make -C /OpenROAD-flow-scripts/flow DESIGN_CONFIG=/design/flow/config.mk WORK_HOME=/design/flow/orfs finish
==> out/metrics.csv <==
metric;value;unit
Overall Global Routing Usage;12.44;%
die area;13540;µm²
tool warning count;30;
core footprint;12670;µm²
Tcrit/Tclk final;87.18;%
largest vdd supply drop;0.2493;mV
static leakage;1.526;nW
part of the power in the clock network;36.0;%
cell breakdown of the critical path;buf_4 > mux4_2 > mux2_2 > clkdlybuf4s50_1;
Clk pin slew, worst setup/hold paths;0.06;ns
cell depth of the worst flop-to-flop path;6;
post-synthesis cell count from yosys;248;
Worst Path Required;2.64;ns
root cell of the clock tree;sky130_fd_sc_hd__clkbuf_16;
non-filler instance count after layout;451;
Internal Dissipation;0.002060;W
relative contribution of sequential cells to total power;48.3;%
Core Util at FP;30.97;%
logic depth of the worst setup path including buffers;4;
clock latency on the worst-skew pair;0.34;ns
maximum number of buffers from clock root to sink;2;
vias after detailed routing;2186;
drc violations;0;
total setup violations reported at the end of the flow;0;
final wirelength;7303;µm
maximum clock rate;0.3476;GHz
worst-case hold slack;0.3407;ns
overall power;0.002706;W
Site Rows;41;
summed negative setup slack over all endpoints;0;ns
Final Max Tran Viols;0;
fill count;1207;
total power density per cell area;589.4;nW/µm²
highest-utilization routing layer at the global route stage;met2;
maximum net fanout on the critical path;16;
Gate Area;1257;µm²
WP data arrival;2.22;ns
Post-synth regs;91;
synth unique cells;43;
RSZ-0062 raised after global routing;no;
number of cells produced by synthesis;248;
routed via count divided by cell count;4.847;
iteration count of the initial detailed-routing pass;4;
layout overhead on the synthesized area;17.03;%
ys async rst share;0;%
share of total power in combinational logic;15.7;%
sequential cell area fraction in the yosys report;66.07;%
number of antenna violations at the first check in global routing;0;
die width;116.4;µm
CP Launch Type;register;
count of buffering cells on the critical path with inverters included;2;
Die Ht;116.4;µm
ys flop type;sky130_fd_sc_hd__edfxtp_1;
per-cell routed wire length;16.19;µm
Antenna Nets Post-Route;0;
TritonCTS clock tree;built;
YS chip area;3924;µm²
Diodes inserted;0;
final RePlAce weighted congestion;0.8036;
category of cells accounting for the largest share of critical-path delay;multiplexers;
total clock sinks;91;
global-route track usage on met3;4.440;%
share of cells above drive strength 1;21.15;%
reported net switching power;0.0006465;W
Avg Inst Size Synth;15.82;µm²
footprint of the flip-flops and latches;2592;µm²
count of warnings emitted by yosys;1;
post-placement cell count;435;
worst clock skew on the final layout;0.007702;ns
result of the run;complete, no violations;
global route overflow;0;
vias in the first global route;2268;
slew margin rel.;68.57;%
met1 global-route usage;18.03;%
dpl hpwl;4892;µm
Hold Crit Class;reg2reg;
crit end category;output port;
worst-path cell with the longest stage delay;sky130_fd_sc_hd__mux4_2;
cell count of the worst hold path;0;
largest net degree at the start of global routing;18;
shortest period the worst path allows;2.877;ns
flip-flops with a built-in enable;77;
grt met2 use;19.76;%
type of the worst setup path;reg2out;
global-route wire length before repair;12030;µm
actual transition at the worst max-transition pin;0.4665;ns
Final Hold Viols;0;
postcts setup bufs;0;
first-iteration detailed-routing DRC count;87;
Port Buffer Count;14;
switching share of power;23.89;%
number of gates resized after cts;0;
Ports;15;
cell area after technology mapping;3924;µm²
count of hold buffers inserted by post-cts repair;0;
largest incremental delay on the critical path;0.56;ns
number of maximum-capacitance violations;0;
clock buffer count from CTS;9;
maximum level of the CTS H-tree;3;
[per-layer routing]
metal / part of all wire (%) / up-vias
met4: 1.1 / 0
met1: 44 / 1092
li1: - / 1027
met3: 6.4 / 10
met2: 48 / 57
met5: 0 / -
[power groups by stage]
stage	Combinational [W]	Clock, W	Sequential (W)
global route	0.000469	0.00104	0.00131
CTS	0.000438	0.00100	0.00131
finish	0.000424	0.000975	0.00131
[synth_stat cells, types with 2 or more instances]
library cell                count  share of area [%]
sky130_fd_sc_hd__o2bb2ai_1      6                1.3
sky130_fd_sc_hd__o21a_1         2               0.38
sky130_fd_sc_hd__edfxtp_1      77                 59
sky130_fd_sc_hd__buf_2          2               0.26
sky130_fd_sc_hd__xnor2_1        5                1.1
sky130_fd_sc_hd__nor3_1         3               0.38
sky130_fd_sc_hd__mux4_2        16                9.2
sky130_fd_sc_hd__mux2_2        10                2.9
sky130_fd_sc_hd__nand4_1        3               0.48
sky130_fd_sc_hd__xor2_1         3               0.67
sky130_fd_sc_hd__nand2b_1       5               0.80
sky130_fd_sc_hd__a21o_1         3               0.57
sky130_fd_sc_hd__nand2_1       15                1.4
sky130_fd_sc_hd__a21oi_1        6               0.77
sky130_fd_sc_hd__inv_1          7               0.67
sky130_fd_sc_hd__clkbuf_1       4               0.38
sky130_fd_sc_hd__or2_2          2               0.32
sky130_fd_sc_hd__nand3_1       13                1.7
sky130_fd_sc_hd__o211ai_1       3               0.57
sky130_fd_sc_hd__nor2_1         9               0.86
sky130_fd_sc_hd__dfxtp_1       14                7.1
sky130_fd_sc_hd__nor4_1         7                1.1
sky130_fd_sc_hd__or4_1          2               0.38
sky130_fd_sc_hd__o21ai_0        4               0.51
sky130_fd_sc_hd__ha_1           8                2.6
sky130_fd_sc_hd__a31o_2         2               0.45
[stage by stage]
step / util (%) / cell area (µm²) / setup WS (ns)
floorplan: - / 3924 / 0.6495
global placement: 33.99 / 4307 / 0.6893
detailed placement: 33.99 / 4307 / 0.6825
CTS: 36.24 / 4592 / 0.3628
global route: 36.24 / 4592 / 0.3052
finish: 36.24 / 4592 / 0.4231
[area by class of cell]
| type | instances | share of cell area [%] |
|---|---|---|
| flip-flops and latches | 91 | 56.46 |
| multi-input cells | 141 | 27.38 |
| clock buffers | 9 | 4.905 |
| repair buffers | 24 | 4.687 |
| well taps | 172 | 4.687 |
| clock inverters | 7 | 1.308 |
| inverters | 7 | 0.5722 |
[layout by cell type, fill, tap and decap left out, drive strengths merged, types with 2 or more instances in the layout]
| master | n |
|---|---|
| or2 | 2 |
| nand3 | 13 |
| mux4 | 16 |
| clkinv | 2 |
| xor2 | 3 |
| edfxtp | 77 |
| a21o | 3 |
| a31o | 2 |
| inv | 11 |
| nand2b | 5 |
| dfxtp | 14 |
| nand4 | 3 |
| o211ai | 3 |
| nor4 | 7 |
| o21ai | 5 |
| buf | 10 |
| nand2 | 15 |
| clkbuf | 9 |
| ha | 8 |
| nor3 | 3 |
| or4 | 2 |
| o2bb2ai | 6 |
| nand3b | 2 |
| nor2 | 9 |
| clkdlybuf4s50 | 14 |
| xnor2 | 5 |
| o21a | 2 |
| mux2 | 11 |
| a21oi | 6 |
[final timing paths]
kind | from | endpoint | slack, ns
max reg2reg | count[0] | buffer[4] | 0.86
min reg2reg | ps2_clk_sync[0] | ps2_clk_sync[1] | 0.34
max | register | data[3] | 0.42
min | ps2_clk_sync[0] | ps2_clk_sync[1] | 0.34
[registers in the layout, indices dropped and copies added (netlist names), named ones only]
register / count
ps2_clk_sync: 3
overflow: 1
buffer: 10
r_ptr: 3
fifo: 64
w_ptr: 3
count: 4
[logic make-up (layout without fill, tap and decap cells)]
logic type,Yosys count,in the layout,share of synthesized area (%)
AND-OR/OR-AND,29,29,5.102
buffers and inverters,16,47,1.881
AND/OR/NAND/NOR,69,69,10.17
XOR/XNOR,8,8,1.786
multiplexers,27,27,12.44
flip-flops,91,91,66.07
adder cells (fa/ha/maj),8,8,2.551
Power figures rest on the tool's default switching activity, not on a simulated workload.
